===== design/flow/constraint.sdc =====
current_design pwm_structural

set clk_period 2.7
set clk_io_pct 0.2

create_clock -name clk0 -period $clk_period [get_ports {clk}]

set non_clock_inputs [all_inputs -no_clocks]
set_input_delay [expr $clk_period * $clk_io_pct] -clock clk0 $non_clock_inputs
set_output_delay [expr $clk_period * $clk_io_pct] -clock clk0 [all_outputs]

===== design/flow/config.mk =====
export PLATFORM = sky130hd
export DESIGN_NAME = pwm_structural
export DESIGN_NICKNAME = pwm_structural
export VERILOG_FILES = /design/flow/design.v
export SDC_FILE = /design/flow/constraint.sdc
export NUM_CORES = 4
export LEC_CHECK = 1
export CORE_AREA = 10 10 83 83
export DIE_AREA = 0 0 93 93

===== design/flow/design.v =====
module comparador_secuencial (
    input wire [7:0] A,     
    input wire [7:0] B,     
    input wire clk,         
    output reg q            
);
    always @(posedge clk) begin
        if (A > B) begin
            q <= 1'b1;
        end else begin
            q <= 1'b0;
        end
    end
endmodule
module contador_8bits(
    input wire enable,     
    input wire reset,      
    input wire clk,        
    output reg [7:0] count =0,    
    output wire tc         
);
    always @(posedge clk or posedge reset) begin
        if (reset) begin
            count <= 8'b00000000;      
        end else if (enable) begin
            count <= count + 1;            
        end
    end
    assign tc = (count == 8'b11111111) ? 1'b1 : 1'b0;
endmodule
module pwm_structural (
    input wire clk,              
    input wire [7:0] period,     
    input wire [7:0] duty,       
    input wire enable,           
    output wire pwm              
);
    wire [7:0] count;        
    wire reset_count;        
    wire duty_compare;       
    contador_8bits u_counter (
        .enable(enable),
        .clk(clk),
        .reset(reset_count),
        .count(count)
    );
    comparador_secuencial u_comparador_periodo (
        .A(count),
        .B(period),
        .clk(clk),
        .q(reset_count)   
    );
    comparador_secuencial u_comparador_duty (
        .A(duty),
        .B(count),
        .clk(clk),
        .q(duty_compare)   
    );
    assign pwm = duty_compare;
endmodule

===== design/flow/run.sh =====
#!/bin/bash
# OpenROAD 26Q1-2900-gdf79404cd8, Yosys 0.63+post, stock flow scripts
make -C /OpenROAD-flow-scripts/flow DESIGN_CONFIG=/design/flow/config.mk WORK_HOME=/design/flow/orfs finish

==> deck_impl_summary.md <==
Flow Results at a Glance

Clocking
  • Post-CTS Hold Buffers: 0
  • CTS Buffer Depth: 2
  • H-tree depth: 1
  • CTS root buf: clkbuf_8
  • CTS buffer count: 3
  • Clock slew at reported path FFs: 0.05 ns
  • Clock sink total: 10
  • Post-CTS resize count: 0
  • Setup bufs post-CTS: 0
  • Latency at later pin: 0.24 ns
  • CTS tree: done

Placed design
  • Final GP Congestion: 0.727
  • Placed inst area: 0.00104 mm2
  • Hpwl dp: 1410 um
  • Port bufs: 18
  • Cells after DPL: 170
  • Pre-CTS setup slack: 0.724 ns

Power
  • Tot Pwr: 0.892 mW
  • LEAKAGE: 0.484 nW
  • Peak VDD IR: 328 uV
  • PD cells: between 800 and 900 mW/mm2

Worst setup path
  • Crit Path Class: in2reg
  • Crit path depth: 7
  • CP Capture Type: flip-flop
  • Crit path cell chain: clkdlybuf4s50_1, inv_1, ha_1, nor2b_1, o211ai_1, a21oi_1, o22a_1
  • Slowest CP cell: clkdlybuf4s50_1
  • Largest stage delay, worst path: 0.46 ns
  • Cell count of the worst reg-to-reg path: 6
  • Crit Path Max Fanout: 2
  • CP delay by family, top: buffers and inverters
  • Crit path DAT: 1.86 ns
  • WP data required: ~2.8 ns
  • Crit path buffers/inverters: 2
  • CP Launch Type: input port

GRT
  • Global Route Usage Sum: between 4 and 5%
  • Initial antenna violation count: 0
  • Largest net degree at the start of global routing: 9
  • First-pass GRT wire length: about 2900 um
  • Vias in the first global route: 600
  • GRT overflow: 0

Synthesis
  • Asr flop ratio synth: 80.0%
  • Synth Cell Area: just under 800 um2
  • Avg Cell Area, Syn: 9.39 um2
  • Seq/Total Area, Yosys: 30.8%
  • Ys Warns: 2
  • Area leader share: between 20 and 30%
  • Commonest flop: dfrtp_1
  • Cell type with the largest total area: ha_1
  • Gate Count Post-Synth: 83
  • Largest cells by area: ha_1 (27%), dfrtp_1 (26%), inv_1 (7.2%)
  • Yosys cell count: ~83
  • Cell Type Count: 19
  • Synth flops: 10
  • Yosys Chip Area: 779 um2
  • Post-synth EDFFs: 0

Routing
  • Initial DRC Count: 38
  • Final wirelength: 1670 um
  • DR vias/cell: ~3.5
  • Via count: 606
  • ANT nets after route: 0
  • Drt pass-1 iters: 4
  • Drt wl/cell: 9.58 um
  • Diodes inserted: 0
  • Residual DRC: 0

Floorplanning
  • Rows: 26
  • Die height: about 93 um
  • Die W: 93 um
  • IO Pins: 19
  • Core area: 0.00514 mm2
  • Die area: 0.00865 mm2
  • Init Core Util: 15.2%

Final timing
  • Post-route setup slack: 0.962 ns
  • Setup Skew: 0.00294 ns
  • Fmax: roughly 580 MHz
  • Final setup violation count: 0
  • Fin. max-slew vios: 0
  • Least-Margin Pin Slew: 0.302 ns
  • Fin crit share: between 60 and 70%
  • Relative slew slack: approximately four fifths
  • Fin Setup TNS: 0 ns
  • Final Hold Viols: 0
  • RSZ-0062 raised after global routing: false
  • Min cycle time layout: ~1.7 ns
  • Hold_ws: 0.126 ns

Cells and area
  • Cell Count, Final, Fillers Out: ~170
  • Post-route cell area: 0.00109 mm2
  • Final core occ: 21.3%
  • Most numerous logic cell after layout: clkdlybuf4s50_1
  • Layout cells sized above 1: 7.69%
  • Top Layout Cells: clkdlybuf4s50_1 (18), ha_1 (17), inv_1 (15)
  • Area delta synth->final: 40.4%

Hold path
  • Worst min path class: reg2async

Job
  • OpenROAD warnings: 25
  • Max-cap check violation count: 0

Outcome
  • Status: completed
-- synth_stat cells, types with 2 or more instances --
| cell type | instances |
|---|---|
| nor2b_1 | 2 |
| nand4_1 | 6 |
| o22a_1 | 2 |
| ha_1 | 17 |
| a21oi_1 | 8 |
| nand2_1 | 4 |
| inv_1 | 15 |
| o21ai_0 | 3 |
| xnor2_1 | 6 |
| dfrtp_1 | 8 |
| dfxtp_1 | 2 |
| o211ai_1 | 2 |
| inv_2 | 2 |
-- registers in the layout (all words and copies together) (netlist names) --
| name | cells |
|---|---|
| u_counter.count | 8 |
| u_comparador_duty.q | 1 |
| u_comparador_periodo.q | 1 |
-- final cells by class --
type,count,area [um2]
Clock buffer,4,55.1
Timing Repair Buffer,18,180
Tap cell,70,87.6
Fill cell,585,4050
Inverter,17,63.8
Multi-Input combinational cell,55,468
Sequential cell,10,240
-- power by group --
group / switching [mW] / total [mW] / internal, mW
clock network: 0.0587 / 0.187 / 0.128
logic: 0.213 / 0.415 / 0.202
registers: 0.0866 / 0.290 / 0.204
total: 0.358 / 0.892 / 0.534
-- cell families after synthesis --
logic type	Yosys count	synth area share, %
adder cells (fa/ha/maj)	17	27.3
AND/OR/NAND/NOR	16	13.6
buffers and inverters	18	9.15
AND-OR/OR-AND	15	11.2
XOR/XNOR	7	7.87
flip-flops	10	30.8
-- worst paths after layout --
path	start	endpoint	slack (ns)
setup / recovery	period[1]	u_comparador_periodo.q$_DFF_P_	0.96
hold / removal	u_comparador_periodo.q$_DFF_P_	u_counter.count[6]$_DFFE_PP0P_	0.13
min in group clk0	u_counter.count[7]$_DFFE_PP0P_	u_counter.count[7]$_DFFE_PP0P_	0.51
setup reg to reg	u_counter.count[1]$_DFFE_PP0P_	u_comparador_duty.q$_DFF_P_	1.19
max in group asynchronous	u_comparador_periodo.q$_DFF_P_	u_counter.count[2]$_DFFE_PP0P_	2.34
hold reg to reg	u_comparador_periodo.q$_DFF_P_	u_counter.count[6]$_DFFE_PP0P_	0.13
-- routing by layer --
| metal | vias up | track usage, % | part of all wire (%) |
|---|---|---|---|
| met5 | - | 0 | 0 |
| met4 | 0 | 0.257 | 0.78 |
| met3 | 2 | 2.34 | 8.9 |
| met2 | 19 | 5.02 | 34 |
| met1 | 256 | 6.35 | 56 |
| li1 | 329 | - | - |
Power and IR drop assume default switching activity.
