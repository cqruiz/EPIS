==> design.v <==
module ejercicio4(
    input x, clk, reset,
    output reg z
);
parameter A = 3'b000,
          B = 3'b001,
          C = 3'b010,
          D = 3'b011,
          E = 3'b100;
reg [2:0] current_state=A, next_state=A;
always @(posedge clk, posedge reset)
begin
    if(reset)
        current_state <= A;
    else
        current_state <= next_state;
end
always @(current_state, x)
begin
    z = 0;
    case(current_state)
        A: 
            if (x == 1)
                next_state = A;
            else
                next_state = B;
        B: 
            if (x == 1)
                next_state = C;
            else
                next_state = B;
        C: 
            if (x == 1)
                next_state = B;
            else
                next_state = D;
        D: 
            if (x == 1)
                next_state = C;
            else
                next_state = E;
        E: 
            if (x == 1)
            begin
                z = 1;
                next_state = A;
            end
            else
                next_state = B;
    endcase
end
endmodule
==> run.sh <==
#!/bin/bash
# OpenROAD 26Q1-2900-gdf79404cd8, Yosys 0.63+post, stock flow scripts
make -C /OpenROAD-flow-scripts/flow DESIGN_CONFIG=/design/flow/config.mk WORK_HOME=/design/flow/orfs finish
==> config.mk <==
export PLATFORM = sky130hd
export DESIGN_NAME = ejercicio4
export DESIGN_NICKNAME = ejercicio4
export VERILOG_FILES = /design/flow/design.v
export SDC_FILE = /design/flow/constraint.sdc
export NUM_CORES = 4
export LEC_CHECK = 1
export CORE_AREA = 10 10 70 70
export DIE_AREA = 0 0 80 80
==> constraint.sdc <==
current_design ejercicio4

set clk_period 1.0
set clk_io_pct 0.2

create_clock -name clk0 -period $clk_period [get_ports {clk}]

set non_clock_inputs [all_inputs -no_clocks]
set_input_delay [expr $clk_period * $clk_io_pct] -clock clk0 $non_clock_inputs
set_output_delay [expr $clk_period * $clk_io_pct] -clock clk0 [all_outputs]
==> results.yml <==
# physical design summary
outcome:
  outcome: "finished with violations"
  violations: "negative setup slack"
job:
  warning_count: 27
  max_cap_viol_count: 0
final_timing:
  unclocked_regs: 3
  postLayoutSetupSlackWorst_ps: -76.6
  min_period_over_period_pct: 108
  max_slew.worst_pin.slew_ps: 176
  report.final.hold_viol_count: 0
  untimed_endpoints: 6
  grt_setup_unrepaired: "true"
  finalWorstPathRequiredPeriod_ps: 1080
  slew_viol_final: 0
  timing.max_slew.rel_slack_pct: 88.3
  fmax_mhz: 929
  timing.final.setup_violations: 1
  hold-worst-slack_ps: 152
synth:
  yosys_most_used_dff: "dlxtn_1"
  netlist_top_cells_area: "dfrtp_1 41%, dlxtn_1 25%, mux2i_1 5.5%, or3b_1 4.8%, nand2_1 4.1%"
  synth.cell_area_sq_um: 181
  edf_count: 0
  yosysWarnings: 1
  synth_top_area_share_pct: 41.4
  synth_area_leader_cell: "dfrtp_1"
  yosys.stat.chipArea_sq_um: 181
  synthCells: 16
  yosys-top-cells-count: "3 x dfrtp_1, 3 x dlxtn_1, 2 x nand2_1"
  synth_area_per_cell_sq_um: 11.3
  synth_stat.cells: 16
  numSynthFlops: 6
  async_reset_ff_share_pct: 50.0
  count_of_different_cell_masters_after_synthesis: 11
grt:
  grt_pass1_vias: 186
  globalRoute.totalOverflow: 0
  grtUsageTotal_pct: 1.42
  grt-busiest-layer: "met2"
  gr-usage-met1_pct: 1.40
  number_of_antenna_violations_at_the_first_check_in_global_routing: 1
  global_route.usage.met2_pct: 2.09
  groute.layer.met3.usage_pct: 1.14
  grt_first_pass_wirelength_microns: 738
  grt_max_degree: 6
power:
  power.leakage_nw: 0.141
  power_per_cell_area_mw_per_mm2: 1050
  max_rail_drop_vdd_uv: 106
floorplanning:
  num_io_pins: 4
  die-width_microns: 80
  core.rowCount: 21
  core_area_sq_mm: 0.00342
  dieArea_sq_mm: 0.00640
  floorplan.initialDensity_pct: 5.31
  floorplan.die.height_microns: 80
placed_design:
  placement.io_buffers: 3
  dp.cells: 68
  gp_congestion: 0.719
  dp.final_hpwl_microns: 329
  dp_worst_setup_slack_ps: -645
critical_path:
  critPathRequiredTime_ps: 800
  worst-setup-path-type: "reg2out"
  cp_slowest_stage_delay_ps: 370
  critical_path.max_fanout: 2
  timing.critical_path.slowest_stage_cell: "dfrtp_1"
  startpoint_type: "register"
  kind_of_end_point_of_the_critical_path: "output port"
  arrival_ps: 880
  critical_path.cell_chain: "nor3_2 -> buf_2"
route:
  detailedRoute.firstPassIterationCount: 4
  postRouteAntennaNets: 0
  drc: 0
  detailroute.via_count: 149
  drt-vias-per-instance: 2.01
  drt_iter0_drc: 8
  routedWlPerCell_microns: 6.04
  routed_wirelength_microns: 447
cells_and_area:
  finish.cell_count_without_fillers: 74
  synthToLayoutAreaGrowth_pct: 81.4
  drive_above_1_share_pct: 37.0
clock_tree:
  clk_root_buffer_cell: "clkbuf_4"
  cts_tree: "yes"
  h-tree-depth: 1
  numCtsBuffers: 3
  clk_transition_reported_paths_ps: 40
  cts_max_path_buffers: 2
hold_path:
  hp-class: "in2async"
per-layer routing:
metal	vias up	wire length [microns]
met5	-	0
met4	0	0
met3	0	76
met2	4	178
met1	68	193
li1	77	-
report_power, final:
| part | total (mW) | switching [mW] | internal [mW] | leakage (nW) |
|---|---|---|---|---|
| logic | 0.0144 | 0.00692 | 0.00744 | 0.0642 |
| clock network | 0.209 | 0.0593 | 0.149 | 0.0150 |
| registers | 0.123 | 0.000122 | 0.123 | 0.0618 |
metrics by stage:
step	cell area [sq um]	setup TNS (ps)	utilization (%)	power, mW
2_1_floorplan	181	0	-	0.129
3_3_place_gp	292	-620	8.53	0.139
3_5_place_dp	292	-645	8.53	0.140
4_1_cts	324	-133	9.49	0.360
5_1_grt	327	-151	9.56	0.363
6_report	329	-76.6	9.63	0.346
state kept, by name, summed over array words and instances (netlist names):
name,count
next_state,3
current_state,3
worst paths after layout:
check | from | to | slack (ps) | cells after the start
max in group asynchronous | reset | current_state[1] | 720 | 2
min in group clk0 | x | z | 910 | 4
worst max-delay path | current_state[0] | z | -80 | 2
worst min-delay path | reset | current_state[2] | 150 | 2
cell type report:
class,instances,area [sq um]
Fill cell,408,3090
Multi-Input combinational cell,9,65.1
Clock buffer,4,26.3
Sequential cell,6,120
Inverter,1,3.75
Tap cell,46,57.6
Antenna cell,1,2.50
Timing Repair Buffer,7,53.8
layout by cell type (no fill, tap or decap):
| cell type | netlist | layout |
|---|---|---|
| nand2b_1 | 1 | 1 |
| buf_4 | 0 | 4 |
| clkbuf_4 | 0 | 3 |
| a21oi_1 | 1 | 1 |
| dlxtn_1 | 3 | 3 |
| diode_2 | 0 | 1 |
| dfrtp_1 | 3 | 3 |
| or3b_1 | 1 | 1 |
| clkdlybuf4s50_1 | 0 | 1 |
| o21a_1 | 1 | 1 |
| nor3_2 | 0 | 1 |
| nand2_2 | 0 | 1 |
| dlygate4sd2_1 | 0 | 1 |
| nor3b_1 | 1 | 1 |
| buf_2 | 0 | 1 |
| clkbuf_1 | 0 | 1 |
| nand2_1 | 2 | 1 |
| inv_1 | 1 | 1 |
| mux2i_1 | 1 | 1 |
critical path: cells and delay by family (launching register included):
| kind | cells | cell delay, ps |
|---|---|---|
| simple gates | 1 | 160 |
| flops | 1 | 370 |
| buf+inv | 1 | 110 |
cells by family after synthesis:
kind of cell           count (synthesis)  share of synthesized area (%)
muxes                                  1                           5.52
buffers and inverters                  1                           2.07
and+or+nand+nor                        6                           19.3
latches                                3                           24.8
AOI/OAI and AO/OA                      2                           6.90
DFF                                    3                           41.4
repair_timing:
item                                    4_1_cts  5_1_grt
endpoints found under the setup margin        1        1
pin swaps                                     1        1
hold buffers                                  0        0
gates resized                                 5        1
buffers inserted                              1        0
Power is estimated from default activity; no workload was simulated.
