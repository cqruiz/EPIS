[/design/flow/design.v]
module pwm (
    input wire [7:0] period,   
    input wire [7:0] duty,     
    input wire clk,            
    output reg pwm_out             
);
    reg [7:0] counter;         
    always @(posedge clk) begin
        if (counter < period) begin
            counter <= counter + 1;
        end else begin
            counter <= 0;
        end
        if (counter < duty) begin
            pwm_out <= 1;
        end else begin
            pwm_out <= 0;
        end
    end
endmodule
[/design/flow/run.sh]
#!/bin/bash
# OpenROAD 26Q1-2900-gdf79404cd8, Yosys 0.63+post, stock flow scripts
make -C /OpenROAD-flow-scripts/flow DESIGN_CONFIG=/design/flow/config.mk WORK_HOME=/design/flow/orfs finish
[/design/flow/config.mk]
export PLATFORM = sky130hd
export DESIGN_NAME = pwm
export DESIGN_NICKNAME = pwm
export VERILOG_FILES = /design/flow/design.v
export SDC_FILE = /design/flow/constraint.sdc
export NUM_CORES = 4
export LEC_CHECK = 1
export CORE_AREA = 10 10 80 80
export DIE_AREA = 0 0 90 90
[/design/flow/constraint.sdc]
current_design pwm

set clk_period 2.1
set clk_io_pct 0.2

create_clock -name clk0 -period $clk_period [get_ports {clk}]

set non_clock_inputs [all_inputs -no_clocks]
set_input_delay [expr $clk_period * $clk_io_pct] -clock clk0 $non_clock_inputs
set_output_delay [expr $clk_period * $clk_io_pct] -clock clk0 [all_outputs]
==> metrics.csv <==
stage;metric;value;unit
run_status;status;finished, final reports clean;
synthesis;yosys_area;707;sq um
worst_setup_path;reg2reg_to;counter[2];
timing;setup_viol;0;
min_path;hp-class;flop to flop;
run;warning_count;25;
power_and_ir_drop;p_leak;0.487;nW
clocking;cts-root-buf;clkbuf_8;
place;io_buffers;17;
synthesis;yosysWarnings;1;
worst_setup_path;critical_path_buf_inv_count;2;
worst_setup_path;critPathMaxStageDelay;0.46;ns
power_and_ir_drop;power.total;0.994;mW
timing;hold_viol;0;
synthesis;flop_cell;dfxtp_1;
clocking;clkTransAtPathRegs;0.04;ns
global_routing;grt_pass1_wl;2790;um
worst_setup_path;cp_top_family;buffers and inverters;
die;coreArea;4720;sq um
synthesis;yosys.area.top_type;ha_1;
route;antennaDiodeCount;0;
synthesis;edf_count;0;
clocking;cts_setup_buffers;0;
min_path;whs_path_depth;1;
clocking;cts_tree;done;
power_and_ir_drop;seqPwrFrac;35.4;%
worst_setup_path;slowest_stage;clkdlybuf4s50_1;
synthesis;topCellsByArea;ha_1 27%, dfxtp_1 25%, inv_1 8.0%;
worst_setup_path;crit_type;primary input to flop;
place;place_ws;0.0885;ns
die;io_pins;18;
global_routing;antenna_found_initial;0;
run;max_cap_viol_count;0;
synthesis;synth.top_cell.area_share;26.5;%
place;placed_cells;163;
clocking;clk_path_buf_depth;2;
worst_setup_path;startpoint_type;primary input;
power_and_ir_drop;p_per_area;988;nW/um^2
global_routing;grt_max_degree;9;
finish;mi_logic_area;470;sq um
power_and_ir_drop;max-vdd-ir-drop;0.000270;V
synthesis;ys_ff;9;
worst_setup_path;rr_startpoint;counter[2];
timing;fin_crit;1.80;ns
die;die_area;8100;sq um
synthesis;syn_avg_cell_area;8.95;sq um
die;dieWidth;90;um
route;first_pass_iters;2;
route;via_per_inst;3.35;
clocking;cts_hold_buf;0;
finish;syn2layout_area_growth;42.3;%
die;initial_core_util;15.0;%
timing;maxSlewViolCount;0;
power_and_ir_drop;p_sw_share;37.1;%
clocking;cts_buffers;3;
worst_setup_path;endpoint_kind;flop;
worst_setup_path;critPathMaxFanout;8;
timing;max_freq;555;MHz
route;finalWirelength;1490;um
worst_setup_path;reg2reg_depth;5;
timing;tightest_slew;0.370;ns
finish;fill_cells;511;
timing;fin_ws;0.297;ns
worst_setup_path;required;2.20;ns
clocking;worstSkewPairLatency;0.22;ns
global_routing;grt_pass1_vias;603;
min_path;min_to;counter[0];
clocking;htreeDepth;1;
power_and_ir_drop;p_comb_share;45.4;%
finish;fin_util;21.3;%
clocking;ctsResizeCount;0;
synthesis;ys_cells;79;
route;drc;0;
global_routing;grt-ovfl-total;0;
worst_setup_path;rrSetupSlack;0.60;ns
finish;final_cells;167;
place;routabilityCongestion;0.755;
synthesis;ys_types;20;
route;vias;559;
route;drtAntennaViolNets;0;
synthesis;ys_seq_share;25.5;%
route;drt-wirelength-per-cell;8.93;um
die;dieHeight;90;um
timing;finalCritPeriodShare;85.9;%
timing;rsz0062_at_grt;false;
synthesis;common_cells;15 x ha_1, 15 x inv_1, 10 x nor2_1, 9 x dfxtp_1;
worst_setup_path;arrival;1.90;ns
timing;fin_skew;0.00133;ns
place;dp_hpwl;1260;um
clocking;clock_sinks;9;
global_routing;grt_usage;4.06;%
finish;seqCellArea;180;sq um
finish;drive_above_1_share;7.00;%
timing;relSlewSlack;75.3;%
synthesis;postSynthCellCount;79;
power_and_ir_drop;power.switching;0.369;mW
power_and_ir_drop;p_clk_share;19.2;%
min_path;min_from;counter[0];
power_and_ir_drop;intPower;0.625;mW
synthesis;synthArstFlopShare;0;%
synthesis;synthesis.area;707;sq um
die;num_rows;25;
timing;tns;0;ns
worst_setup_path;crit_chain;clkdlybuf4s50_1 -> inv_1 -> ha_1 -> nand4_1 -> o31ai_4 -> nor2_1;
route;drtIter0Drc;15;
-- worst register-to-register path, cell delays in order (launching register included) --
cell	delay [ns]
dfxtp_1	0.45
ha_1	0.26
o21a_1	0.13
nor2_1	0.06
o31ai_4	0.38
nor2_1	0.09
-- sequential cells by signal, indices dropped and copies added (netlist names) --
name	count
counter	8
pwm_out	1
-- cells in the final DEF (no fill, tap or decap), types with 3 or more instances in the layout --
master           instances
xor2_1                   5
a21o_1                   3
inv_1                   15
ha_1                    15
nand3_1                  5
clkdlybuf4s50_1         17
clkbuf_8                 3
a21oi_1                  3
nor2_1                  10
dfxtp_1                  9
-- through the flow --
stage	hold slack (ns)	instance area (sq um)
final	0.521	1010
after global routing	0.595	1010
after CTS	0.531	1010
after detailed placement	0.521	961
after global placement	0.510	961
after floorplan	0.455	707
-- layout make-up --
cell class                      count  area share, %
Multi-Input combinational cell     55           46.8
Inverter                           15           5.60
Timing Repair Buffer               17           16.9
Sequential cell                     9           17.9
Tap cell                           67           8.33
Clock buffer                        4           4.48
-- cells by family (layout without fill, tap and decap cells) --
kind of cell	after synthesis	in the layout	synth area share (%)
AND-OR/OR-AND	12	12	16.6
flip-flops	9	9	25.5
adder cells (fa/ha/maj)	15	15	26.5
AND/OR/NAND/NOR	22	22	15.9
buffers and inverters	15	36	7.96
XOR/XNOR	6	6	7.43
-- power by group through the flow --
stage                 clock [mW]  combinational (mW)  sequential [mW]
final                      0.191               0.451            0.352
after CTS                  0.199               0.460            0.353
after global routing       0.209               0.544            0.369
-- per-layer routing --
metal	vias to the layer above	GRT usage [%]	share of wire, %
met5	-	0	0
met1	239	5.10	49
li1	309	-	-
met2	11	6.90	47
met3	0	1.34	4.1
met4	0	0.265	0
-- how the worst max path moves through the flow --
| stage | from | depth (start not counted) | endpoint |
|---|---|---|---|
| 4_1_cts | period[7] | 6 | counter[2] |
| 5_1_grt | period[7] | 6 | counter[4] |
| 6_report | period[7] | 6 | counter[2] |
Power and IR drop assume default switching activity.
